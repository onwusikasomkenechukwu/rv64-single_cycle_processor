--- design/flow/run.sh ---
#!/bin/bash
# OpenROAD 26Q1-2900-gdf79404cd8, Yosys 0.63+post, stock flow scripts
make -C /OpenROAD-flow-scripts/flow DESIGN_CONFIG=/design/flow/config.mk WORK_HOME=/design/flow/orfs finish
--- design/flow/config.mk ---
export PLATFORM = sky130hd
export DESIGN_NAME = registers
export DESIGN_NICKNAME = registers
export VERILOG_FILES = /design/flow/design.v
export SDC_FILE = /design/flow/constraint.sdc
export NUM_CORES = 4
export LEC_CHECK = 1
export CORE_UTILIZATION = 40
--- design/flow/constraint.sdc ---
current_design registers

set clk_period 37.3
set clk_io_pct 0.2

create_clock -name clk0 -period $clk_period [get_ports {clk}]

set non_clock_inputs [all_inputs -no_clocks]
set_input_delay [expr $clk_period * $clk_io_pct] -clock clk0 $non_clock_inputs
set_output_delay [expr $clk_period * $clk_io_pct] -clock clk0 [all_outputs]
--- design/flow/design.v ---
module registers (
  input  wire        clk,
  input  wire        resetn,
  input  wire [4:0]  readReg1,
  input  wire [4:0]  readReg2,
  input  wire [4:0]  writeReg,
  input  wire        regWrite,
  input  wire [63:0] writeData,
  output wire [63:0] readData1,
  output wire [63:0] readData2
);
  reg [63:0] reg_file [31:0];
  integer i;
  always @(posedge clk) begin
    if (!resetn) begin
      for (i = 0; i < 32; i = i + 1) begin
        reg_file[i] <= 64'h0;
      end
    end else begin
      if (regWrite && (writeReg != 5'd0)) begin
        reg_file[writeReg] <= writeData;
      end
      reg_file[0] <= 64'h0;
    end
  end
  assign readData1 = reg_file[readReg1];
  assign readData2 = reg_file[readReg2];
endmodule
==> summary.log <==
INFO  floorplan      fp-utilization=0.403
INFO  route          drtIter0Drc=4263
INFO  setup_path     timing.critical_path.to_type=output pin
INFO  cells_and_area lay_top_cells=sky130_fd_sc_hd__and2_1 (1986), sky130_fd_sc_hd__edfxtp_1 (1984), sky130_fd_sc_hd__mux4_2 (1175), sky130_fd_sc_hd__buf_4 (270), sky130_fd_sc_hd__clkbuf_16 (233)
INFO  setup_path     worst_setup_path_start_kind=primary input
INFO  power_and_ir_drop leakage_power=41.0nW
INFO  final_timing   report.final.slew_viol_count=0
INFO  route          drc_errors=0
INFO  floorplan      dieHeight=519um
INFO  synthesis      yosysCellCount=6406
INFO  cells_and_area synthToLayoutAreaGrowth=13.9%
INFO  cells_and_area postLayoutCoreUtil=0.459
INFO  setup_path     crit_slowest_cell=sky130_fd_sc_hd__a221oi_1
INFO  synthesis      synth.largest_area_cell=sky130_fd_sc_hd__edfxtp_1
INFO  final_timing   finalSetupViolations=0
INFO  global_route   first_global_vias=69.4k
INFO  run            max_cap_viol_count=0
INFO  cts            ctsHoldBuffers=0
INFO  placement      port-buffer-count=209
INFO  route          drt-pass1-iter-count=7
INFO  synthesis      synth-edff-count=1984
INFO  route          drt-met1-wl=118000um
INFO  placement      pre_cts_ws=17.18ns
INFO  setup_path     critical_path_required=29.84ns
INFO  cts            post-cts-setup-buffer-count=0
INFO  setup_path     timing.critical_path.fanout_max=45
INFO  cts            clk_transition_reported_paths=0.07ns
INFO  final_timing   finalHoldViolations=0
INFO  route          route.met3.wl=80600um
INFO  cts            clock-sinks=2048
INFO  hold_path      min_from=resetn
INFO  final_timing   finalSetupTns=0ns
INFO  final_timing   max-slew-margin-rel=0.287
INFO  cts            cts_inserted_buffers=231
INFO  setup_path     worstPathCellList=buf_8, buf_4, buf_4, buf_4, buf_4, mux4_2, mux2_2, o22ai_1, a221oi_1, buf_4, clkdlybuf4s50_1
INFO  route          wl_per_cell=39.0um
INFO  cts            cts.htree.levels=4
INFO  final_timing   max_freq=49.7MHz
INFO  setup_path     crit_path_start=readReg1[0]
INFO  floorplan      chipWidth=519um
INFO  synthesis      yosys-top-cells-area=sky130_fd_sc_hd__edfxtp_1 (56%), sky130_fd_sc_hd__mux4_2 (25%), sky130_fd_sc_hd__and2_1 (12%), sky130_fd_sc_hd__clkbuf_1 (1.8%), sky130_fd_sc_hd__mux2_2 (1.8%)
INFO  synthesis      postSynthCellCount=6406
INFO  synthesis      ys_types=40
INFO  cells_and_area largest_registers=reg_file: 2048 flops
INFO  synthesis      postSynthSeqShare=0.569
INFO  floorplan      boundaryPins=210
INFO  placement      post-dp-hpwl=224000um
INFO  synthesis      synth_largest_type_area_fraction=0.557
INFO  route          post_dr_vias_cell=6.16
INFO  placement      gp_congestion=0.910
INFO  setup_path     critical_path.max_stage_delay=0.80ns
INFO  setup_path     path_common_cell=sky130_fd_sc_hd__buf_4
INFO  cells_and_area largest_register_ffs=2048
INFO  run            stage_log_warnings=26
INFO  cells_and_area registers.top_by_ff_count=reg_file
INFO  final_timing   post-route-period-util=0.540
INFO  cts            cts_tree=done
INFO  synthesis      yosys_register_bits=2048
INFO  cells_and_area nFillCells=22.0k
INFO  power_and_ir_drop power_density=47.8nW/um2
INFO  route          maxUsedRoutingLayer=met5
INFO  final_timing   grt_setup_unrepaired=no
INFO  floorplan      floorplan.rows=189
INFO  cts            clock_path_buffers=4
INFO  power_and_ir_drop vdd_ir_max=0.0000382V
INFO  route          detail_route.wirelength=400000um
INFO  floorplan      design.core.area=266000um2
INFO  synthesis      dominantRegCellSynth=sky130_fd_sc_hd__edfxtp_1
INFO  synthesis      async_flop_share=0
INFO  global_route   grt_first_pass_wirelength=554000um
INFO  final_timing   worst_case_setup_margin_in_the_final_layout=17.17ns
INFO  synthesis      mappedNetlistArea=107000um2
INFO  cts            cts_resized=0
INFO  setup_path     path_delay_family=buffers and inverters
INFO  hold_path      class_of_the_most_critical_hold_timing_path=primary input to register
INFO  setup_path     cp.buffers_inverters=7
INFO  global_route   initial_antenna_violation_count=51
INFO  route          routed_vias=63.3k
INFO  route          postRouteAntennaNets=0
INFO  floorplan      design.die.area=270000um2
INFO  cts            cts_root_buf=sky130_fd_sc_hd__clkbuf_16
INFO  cells_and_area layout_top_cell=sky130_fd_sc_hd__and2_1
INFO  route          wl_met2=180000um
INFO  final_timing   final.min_clock_period=20.13ns
INFO  run_status     outcome=complete, no violations
INFO  synthesis      synth.yosys.chip_area=107000um2
INFO  synthesis      syn_avg_cell_area=16.7um2
INFO  cells_and_area post_route_cells_drive_above_1_share=0.310
INFO  global_route   grt_max_degree=97
INFO  final_timing   worstMarginPinSlew=1.07ns
INFO  global_route   overflow=0
INFO  synthesis      ys_warn_count=1
INFO  setup_path     worst-endpoint-arrival=12.67ns
INFO  setup_path     worst-setup-path-type=primary input to output pin
INFO  global_route   grt_util_all_layers=0.328
[cells in the mapped netlist, types with 2 or more instances]
cell type / number
sky130_fd_sc_hd__a211o_1: 2
sky130_fd_sc_hd__a21oi_1: 2
sky130_fd_sc_hd__a221o_1: 20
sky130_fd_sc_hd__a221oi_1: 27
sky130_fd_sc_hd__and2_1: 1986
sky130_fd_sc_hd__buf_1: 40
sky130_fd_sc_hd__buf_2: 126
sky130_fd_sc_hd__buf_4: 18
sky130_fd_sc_hd__buf_6: 7
sky130_fd_sc_hd__clkbuf_1: 509
sky130_fd_sc_hd__dfxtp_1: 64
sky130_fd_sc_hd__edfxtp_1: 1984
sky130_fd_sc_hd__mux2_2: 169
sky130_fd_sc_hd__mux2i_1: 112
sky130_fd_sc_hd__mux4_2: 1175
sky130_fd_sc_hd__nand2_1: 10
sky130_fd_sc_hd__nand2b_1: 5
sky130_fd_sc_hd__nand3b_1: 3
sky130_fd_sc_hd__nand4b_1: 2
sky130_fd_sc_hd__nor2_1: 38
sky130_fd_sc_hd__nor2b_1: 4
sky130_fd_sc_hd__nor3_1: 2
sky130_fd_sc_hd__nor3b_1: 2
sky130_fd_sc_hd__o21ai_0: 31
sky130_fd_sc_hd__o221ai_1: 3
sky130_fd_sc_hd__o22a_1: 3
sky130_fd_sc_hd__o22ai_1: 46
sky130_fd_sc_hd__or2_2: 2
sky130_fd_sc_hd__or3_1: 2
sky130_fd_sc_hd__or3b_2: 2
[worst paths after layout]
check	endpoint	depth (start not counted)
max	readData1[21]	11
min	reg_file[21][50]	3
[layout make-up]
cell class | instances | area [um2] | area share
diodes | 42 | 105 | 0.000862
clock buffers | 294 | 6250 | 0.0512
clock inverters | 132 | 1750 | 0.0144
inverters | 1 | 8.76 | 0.0000718
multi-input cells | 3720 | 44100 | 0.362
flip-flops and latches | 2048 | 60900 | 0.499
well taps | 3533 | 4420 | 0.0362
repair buffers | 493 | 4430 | 0.0363
[worst min-delay path, stage by stage]
cell and delay [ns]:
sky130_fd_sc_hd__buf_2 0.09, sky130_fd_sc_hd__buf_4 0.27, sky130_fd_sc_hd__o21ai_4 0.17
[per-stage QoR]
stage,cells,hold WS (ns),power (mW),instance area (um2)
2_1_floorplan,6469,7.66,3.15,107000
3_3_place_gp,9795,8.17,3.45,114000
3_5_place_dp,9795,8.17,3.45,114000
4_1_cts,10200,7.20,5.85,122000
5_1_grt,10200,7.24,5.98,122000
6_report,10300,7.25,5.83,122000
[report_power, final]
| part | switching, mW | internal (mW) |
|---|---|---|
| registers | 0.0655 | 2.65 |
| logic | 0.368 | 0.328 |
| clock network | 0.974 | 1.45 |
[layer usage]
metal / vias up / GRT usage
met5: - / 0.0288
met4: 54 / 0.134
met3: 1010 / 0.279
met2: 5510 / 0.457
met1: 31500 / 0.361
li1: 25200 / -
[logic make-up (layout without fill, tap and decap cells)]
kind of cell | count (synthesis) | count (layout) | synth area share
multiplexers | 1456 | 1456 | 0.275
AND/OR/NAND/NOR | 2060 | 2060 | 0.119
other | 1 | 106 | 0.0000350
AND-OR/OR-AND | 140 | 140 | 0.00941
buffers and inverters | 701 | 920 | 0.0272
flip-flops | 2048 | 2048 | 0.569
Power figures rest on the tool's default switching activity, not on a simulated workload.
