[flow/design.v]
module immediate_gen (
    input  wire [31:0] instruction,
    output logic [63:0] immediate
);
    logic [31:0] imm32;
    logic [6:0] opcode;
    assign opcode = instruction[6:0];
    always_comb begin
        imm32 = 32'h0;
        case (opcode)
            7'b0000011,  
            7'b0010011,  
            7'b1100111:  
                imm32 = {{20{instruction[31]}}, instruction[31:20]};
            7'b0100011:
                imm32 = {{20{instruction[31]}}, instruction[31:25], instruction[11:7]};
            7'b1100011:
                imm32 = {{19{instruction[31]}}, instruction[31], instruction[7], instruction[30:25], instruction[11:8], 1'b0};
            7'b0110111,  
            7'b0010111:  
                imm32 = {instruction[31:12], 12'h0};
            7'b1101111:
                imm32 = {{11{instruction[31]}}, instruction[31], instruction[19:12], instruction[20], instruction[30:21], 1'b0};
            default:
                imm32 = 32'h0;
        endcase
        immediate = {{(64-32){imm32[31]}}, imm32};
    end
endmodule
[flow/constraint.sdc]
current_design immediate_gen

set clk_period 4.6
set clk_io_pct 0.2

create_clock -name clk0 -period $clk_period

set non_clock_inputs [all_inputs -no_clocks]
set_input_delay [expr $clk_period * $clk_io_pct] -clock clk0 $non_clock_inputs
set_output_delay [expr $clk_period * $clk_io_pct] -clock clk0 [all_outputs]
[flow/config.mk]
export PLATFORM = sky130hd
export DESIGN_NAME = immediate_gen
export DESIGN_NICKNAME = immediate_gen
export VERILOG_FILES = /design/flow/design.v
export SDC_FILE = /design/flow/constraint.sdc
export NUM_CORES = 4
export LEC_CHECK = 1
export CORE_AREA = 10 10 70 70
export DIE_AREA = 0 0 80 80
[flow/run.sh]
#!/bin/bash
# OpenROAD 26Q1-2900-gdf79404cd8, Yosys 0.63+post, stock flow scripts
make -C /OpenROAD-flow-scripts/flow DESIGN_CONFIG=/design/flow/config.mk WORK_HOME=/design/flow/orfs finish
==> Changelog: implementation <==
### Changed

* Outcome: finished clean
* Global placer's final weighted congestion at 0.788
* Setup CP Type: in2out
* Routed Antenna Nets at 0
* Worst Max-Slew Pin Slew at 579 ps
* Crit path required time at 3680 ps
* Sequential Power Share at 0%
* Worst min path class: in2out
* Pint at 0.0524 mW
* Total Routed Length at 3330 um
* Peak supply drop at 0.0000188 V
* Fin area at 0.00153 mm^2
* Unrepaired setup endpoints after global routing: false
* CP max FO at 33
* # IOs at 96
* Vias per inst at 4.52
* Net Sw Frac at 31.6%
* IO Port Bufs at 96
* Worst setup EP type: output pin
* Global-route wire length before repair at 4820 um
* Synthesis-to-finish area growth at 94.4%
* Top cell by count, worst path: clkdlybuf4s50_1
* Hold Worst Slack at 2790 ps
* Slowest-stage cell, CP: clkdlybuf4s50_1
* Synthesized area at 787 um^2
* Tcrit/Tclk final at 90.0%
* Post-route DRC at 0
* Registers at 0
* Max frequency at 241 MHz
* Number of global-route vias before repair at 948
* Finished Layout Cells at 214
* Dpl ws at 472 ps
* Max-Cap Viols at 0
* N_diodes at 0
* Fin Setup TNS at 0 ps
* Critical Path AT at 3220 ps
* Register Area at 0 um^2
* Cts repair resizes at 0
* CP cell instances: clkdlybuf4s50_1, or3b_4, a21oi_4, o21a_1, buf_4, clkdlybuf4s50_1
* Cell count after synthesis at 111
* Crit start category: input pin
* Gr ovfl total at 0
* Total number of vias at 968
* Post-synth seq share at 0%
* Die width at 80 um
* Switch Pwr at 0.0242 mW
* Setup repair bufs after CTS at 0
* DP Wirelength at 2770 um
* WL/cell at 15.6 um
* Clkbuf count at 0
* Utilization after layout at 44.8%
* OpenROAD warning count at 32
* Power density over the cells at 50.0 mW/mm^2
* Core Footprint at 0.00342 mm^2
* Final Hold Fails at 0
* Die Ht at 80 um
* Total power at 0.0766 mW
* YS chip area at 787 um^2
* Largest net degree at the start of global routing at 34
* Iteration-0 DRC Markers at 31
* Share of cells above drive strength 1 at 10.1%
* PnR worst setup slack at 458 ps
* Syn_area_per_cell at 7.09 um^2
* Max Slew Vio Count at 0
* Die area at 0.00640 mm^2
* Ys Warns at 1
* Placement Cell Area at 0.00153 mm^2
* Ys cells at 111
* Core utilization at floorplan at 23.0%
* Pleak at 0.563 nW
* Tmin final at 4140 ps
* GRT Overall Usage at 9.10%
* Number of hold buffers added after cts at 0
* Max-Slew Margin vs Limit at 61.3%
* Distinct cells, synth at 33
* Initial antenna violation count at 0
* Pre-antenna DRT Iters at 4
* Row cnt at 21
* Setup violators final at 0
* Placed cells at 214
* CP max stage delay at 630 ps
* Combinational share of power at 100.0%
* Clk pwr share at 0%
worst max-delay path, delay by kind of cell:
kind | cells | cell delay (ps)
and+or+nand+nor | 1 | 430
buffers and inverters | 3 | 1420
AOI/OAI and AO/OA | 2 | 440
cell usage in the layout, fill, tap and decap left out, types with 2 or more instances in the layout:
cell type and instances:
a21o_2 8, a22o_1 4, and2b_1 3, and3b_2 2, buf_4 2, clkdlybuf4s50_1 96
nand2_1 2, nand3_1 13, nor2b_1 4, o21a_1 2, o21ai_0 12
layer usage:
layer | track usage, % | part of all wire (%)
met3 | 4.09 | 12
met2 | 15.4 | 46
met5 | 0 | 0
met1 | 10.9 | 41
met4 | 0 | 0
Yosys cell counts:
cell,instances,area (um^2)
buf_4,33,248
nand3_1,13,65.1
o21ai_0,12,60.1
a21o_2,8,70.1
a22o_1,4,35.0
buf_2,4,20.0
nor2b_1,4,25.0
and2b_1,3,22.5
clkbuf_1,3,11.3
and3b_2,2,20.0
nand2_1,2,7.51
o21a_1,2,15.0
a211o_2,1,10.0
a21oi_4,1,16.3
a2bb2oi_2,1,15.0
a31oi_1,1,6.26
a32o_1,1,10.0
and3_1,1,6.26
and3b_1,1,8.76
and4_1,1,8.76
and4bb_2,1,12.5
buf_6,1,11.3
inv_1,1,3.75
mux2i_1,1,10.0
nand2b_1,1,6.26
nand3b_1,1,7.51
nand4b_1,1,8.76
nor2_1,1,3.75
nor3b_1,1,7.51
o2bb2ai_1,1,8.76
o32ai_1,1,8.76
or3_1,1,6.26
or3b_4,1,11.3
area by class of cell:
cell class	instances	area, um^2
Timing Repair Buffer	98	976
Fill cell	337	1890
Inverter	1	3.75
Tap cell	46	57.6
Multi-Input combinational cell	69	493
worst paths after layout:
check / start / end / slack [ps] / cells past startpoint
setup / recovery: instruction[4] / immediate[56] / 460 / 6
hold / removal: instruction[27] / immediate[7] / 2790 / 3
power by group through the flow:
stage                 registers, mW  clock network (mW)  logic [mW]
after CTS                         0                   0      0.0777
final                             0                   0      0.0766
after global routing              0                   0      0.0834
cells by family after synthesis:
family                 Yosys count  synth area share [%]
AND-OR/OR-AND                   33                  32.4
multiplexers                     1                  1.27
buffers and inverters           42                  37.4
AND/OR/NAND/NOR                 35                  28.9
Power is estimated from default activity; no workload was simulated.
